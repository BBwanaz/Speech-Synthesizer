`./design.v`:
```
`default_nettype none
module 
picoblaze_template
#(
parameter clk_freq_in_hz = 25000000
) (
				output reg[7:0] phoneme_out,
            inout [7:0] lcd_d,
            output reg lcd_rs,
            output lcd_rw,
            output reg new_phoneme,
				input clk,
				input [7:0] input_data,
				input [1:0] next_phoneme
			     );
wire[9:0]  address;
wire[17:0]  instruction;
wire[7:0]  port_id;
wire[7:0]  out_port;
reg[7:0]  in_port;
wire  write_strobe;
wire  read_strobe;
reg  interrupt;
wire  interrupt_ack;
wire  kcpsm3_reset;
reg[26:0] int_count;
reg event_1hz;
reg        lcd_rw_control;
reg[7:0]   lcd_output_data;
pacoblaze3 led_8seg_kcpsm
(
                  .address(address),
               .instruction(instruction),
                   .port_id(port_id),
              .write_strobe(write_strobe),
                  .out_port(out_port),
               .read_strobe(read_strobe),
                   .in_port(in_port),
                 .interrupt(interrupt),
             .interrupt_ack(interrupt_ack),
                     .reset(kcpsm3_reset),
                       .clk(clk));
 wire [19:0] raw_instruction;
	pacoblaze_instruction_memory 
	pacoblaze_instruction_memory_inst(
     	.addr(address),
	    .outdata(raw_instruction)
	);
	always @ (posedge clk)
	begin
	      instruction <= raw_instruction[17:0];
	end
    assign kcpsm3_reset = 0;                       
  always @ (posedge clk)
  begin
      if (int_count==(clk_freq_in_hz-1))  
		begin
         int_count <= 0;
         event_1hz <= 1;
      end else
		begin
         int_count <= int_count + 1;
         event_1hz <= 0;
      end
 end
 always @ (posedge clk or posedge interrupt_ack)   
 begin
      if (interrupt_ack)  
            interrupt <= 0;
      else
		begin 
		      if (event_1hz)    
      		      interrupt <= 1;
          		else
		            interrupt <= interrupt;
      end
 end
 always @ (posedge clk)
 begin
    case (port_id[7:0])
        8'h0:    in_port <= {6'b000000,next_phoneme};
        default: in_port <= 8'bxxxxxxxx;
    endcase
end
  always @ (posedge clk)
  begin
        if (write_strobe & port_id[7])   
          phoneme_out <= out_port;
        if (write_strobe & port_id[5])   
          new_phoneme <= out_port[0];
  end
endmodule
`default_nettype none
module speed_control(clk, speedup, speeddown, reset, clk_divisor);
	input clk, speedup, speeddown, reset;
	output [31:0] clk_divisor;
	parameter CLK72KHZ = 6944;  
	reg [31:0] clk_divisor = CLK72KHZ;
	reg first = 1'b1;
	always @(posedge clk) begin
		if(speedup) clk_divisor <= clk_divisor - 3'b100;
		if(speeddown) clk_divisor <= clk_divisor + 3'b100;
		if(reset) clk_divisor <= CLK72KHZ;
	end
endmodule
```
`./run.sh`:
```
#!/bin/bash
# OpenROAD 26Q1-2900-gdf79404cd8, Yosys 0.63+post, stock flow scripts
make -C /OpenROAD-flow-scripts/flow DESIGN_CONFIG=/design/flow/config.mk WORK_HOME=/design/flow/orfs finish
```
`./config.mk`:
```
export PLATFORM = sky130hd
export DESIGN_NAME = speed_control
export DESIGN_NICKNAME = speed_control
export VERILOG_FILES = /design/flow/design.v
export SDC_FILE = /design/flow/constraint.sdc
export NUM_CORES = 4
export LEC_CHECK = 1
export CORE_UTILIZATION = 30
```
`./constraint.sdc`:
```
current_design speed_control

set clk_period 5.4
set clk_io_pct 0.2

create_clock -name clk0 -period $clk_period [get_ports {clk}]

set non_clock_inputs [all_inputs -no_clocks]
set_input_delay [expr $clk_period * $clk_io_pct] -clock clk0 $non_clock_inputs
set_output_delay [expr $clk_period * $clk_io_pct] -clock clk0 [all_outputs]
```
==> flow_summary.json <==
{
  "cts_setup_buffers": 0,
  "ys_warn_count": 1,
  "via_per_inst": 5.33,
  "firstDrtPassIters": 4,
  "place.gp.congestion": 0.905,
  "edf_count": 0,
  "ys_types": 52,
  "sw_frac_of_total_pct": 41.1,
  "coreArea_um2": 8260,
  "cts_tree": "done",
  "hold_viol": 0,
  "diodes": 0,
  "common_cells": "a21oi_1 (43), nand2_1 (39), dfxtp_1 (30)",
  "r2r-end": "clk_divisor[31]",
  "top_register": "clk_divisor",
  "yosys.area.top_type_share_pct": 23.3,
  "first_global_vias": 2274,
  "io_buffers": 33,
  "top_cell": "a21oi_1",
  "power_density_nw_per_um2": 442,
  "cts_root_buf": "clkbuf_8",
  "clkPwrFrac_pct": 13.1,
  "cp-startpoint": "speeddown",
  "required_ns": 5.60,
  "grt-busiest-layer": "met2",
  "antenna_found_initial": 0,
  "htree_levels": 2,
  "ctsHoldBuffers": 0,
  "arrival_ns": 4.40,
  "hp-class": "reg2reg",
  "ys_seq_elements": 30,
  "r2r-start": "clk_divisor[12]",
  "yosysCellCount": 333,
  "largest_area_cell": "dfxtp_1",
  "min_period_over_period_pct": 77.7,
  "async_reset_ff_share_pct": 0,
  "critPathCaptureType": "flop",
  "fin_crit_ns": 4.20,
  "grt-ovfl-total": 0,
  "worst-path-max-fanout": 18,
  "pwr-share-comb_pct": 60.6,
  "setup_viol": 0,
  "finalSetupTns_ns": 0,
  "drv_slew": 0,
  "drive_above_1_share_pct": 4.97,
  "drc": 0,
  "vias": 2491,
  "ff2ff_setup_slack_ns": 2.64,
  "syn_area_um2": 2580,
  "cts_buffer_depth": 2,
  "status": "completed",
  "relSlewSlack_pct": 61.4,
  "warnings": 25,
  "power.switching_mw": 0.555,
  "ctsResizeCount": 0,
  "worstMarginPinSlew_ns": 0.575,
  "setup.worst_path.end": "clk_divisor[31]",
  "fmaxAchievable_mhz": 238,
  "grt_use_met3_pct": 2.37,
  "fp-utilization_pct": 31.3,
  "path_class": "in2reg",
  "area_growth_pct": 18.3,
  "cts.sinks": 30,
  "ff_type": "dfxtp_1",
  "clock_skew_ns": 0.00504,
  "yosys_area_um2": 2580,
  "clk-insertion-delay-late_ns": 0.28,
  "synth_cells": 333,
  "chip_area_um2": 8980,
  "largest_reg_flops": 30,
  "intPower_mw": 0.795,
  "rsz0062_at_grt": "no",
  "use_met2_pct": 24.8,
  "syn_avg_cell_area_um2": 7.76,
  "rr_worst_depth": 10,
  "drv_cap": 0,
  "ant_nets": 0,
  "gr-usage-all-layers_pct": 15.5,
  "top_cells_by_area": "dfxtp_1 (23%), ha_1 (14%), a21oi_1 (8.3%)",
  "pin_count": 36,
  "grtUsageMet1_pct": 22.6,
  "filler_cell_count": 869,
  "wl_um": 6500,
  "grt_max_degree": 35,
  "tritoncts.num_buffers": 5,
  "dpl.hpwl_um": 4730,
  "placed_cells": 460,
  "grt_pass1_wl_um": 11000,
  "ir_drop_v": 0.000131,
  "power_frac_seq_pct": 26.3,
  "die_x_um": 94.8,
  "first_iter_violations": 87,
  "fin_cells": 467,
  "postSynthSeqShare_pct": 23.3,
  "fp.dieH_um": 94.8,
  "cellLeakagePower_nw": 1.27,
  "crit_path_start_kind": "primary input",
  "wl_per_cell_um": 13.9,
  "num_rows": 33,
  "path_clk_slew_ns": 0.07,
  "top_regs": "clk_divisor x30"
}
[power by group through the flow]
stage         clock network, mW  logic (mW)  registers, mW
global route              0.188       0.921          0.368
CTS                       0.181       0.817          0.358
finish                    0.177       0.818          0.355
[worst max-delay path, stage by stage]
cell and delay (ns):
clkdlybuf4s50_1 0.50, inv_1 0.43, buf_4 0.34, ha_1 0.27, a21oi_1 0.17, nand4b_1 0.17
a21oi_2 0.08, o211ai_1 0.30, a2111oi_1 0.15, nor2_2 0.17, a41oi_2 0.14, or4_1 0.48
o211ai_1 0.11
[worst min path at each step]
stage | from | endpoint | slack, ns | cells after the start
after CTS | clk_divisor[21] | clk_divisor[21] | 0.48 | 2
after global routing | clk_divisor[21] | clk_divisor[21] | 0.50 | 2
final | clk_divisor[21] | clk_divisor[21] | 0.47 | 2
[layout make-up]
| class | count | area [um2] | share of cell area, % |
|---|---|---|---|
| sequential | 30 | 601 | 19.7 |
| multi-input combinational | 279 | 1860 | 60.8 |
| timing repair buffer | 36 | 353 | 11.5 |
| inverter | 10 | 37.5 | 1.23 |
| clock buffer | 7 | 76.3 | 2.50 |
| tap | 105 | 131 | 4.30 |
[routing by layer]
layer  wire [um]  up-vias
met2        2940       47
li1            -     1279
met5           0        -
met1        3240     1156
met3         240        9
met4          80        0
[logic make-up after synthesis]
| group | count (synthesis) | share of synthesized area, % |
|---|---|---|
| buffers and inverters | 25 | 5.09 |
| adder cells (fa/ha/maj) | 29 | 14.3 |
| XOR/XNOR | 21 | 7.12 |
| AND/OR/NAND/NOR | 109 | 20.8 |
| AND-OR/OR-AND | 118 | 29.3 |
| flip-flops | 30 | 23.3 |
| other | 1 | 0.145 |
[stage by stage]
step	setup WS [ns]	instance area, um2	hold WS (ns)	utilization (%)	total power [mW]
floorplan	1.50	2590	0.436	-	0.927
finish	1.20	3060	0.473	37.0	1.35
CTS	1.16	3060	0.480	37.0	1.36
global placement	0.915	2980	0.467	36.1	1.17
global route	0.963	3060	0.496	37.0	1.48
detailed placement	0.909	2980	0.470	36.1	1.17
[cells in the final DEF, fill, tap and decap left out, types with 3 or more instances in the layout]
master | Yosys | final
a21oi_1 | 43 | 43
nand2_1 | 39 | 39
clkdlybuf4s50_1 | 0 | 33
dfxtp_1 | 30 | 30
ha_1 | 28 | 28
o21ai_1 | 15 | 15
nor2_1 | 15 | 14
nand3_1 | 13 | 13
a21o_1 | 12 | 12
xnor2_1 | 11 | 11
o211ai_1 | 10 | 10
o21ai_0 | 10 | 10
xor2_1 | 10 | 10
inv_1 | 9 | 9
nor3_1 | 8 | 8
a211oi_1 | 7 | 7
and3_1 | 5 | 5
nor2b_1 | 5 | 5
clkbuf_8 | 0 | 5
nand4_1 | 4 | 4
nor2_2 | 2 | 3
a31oi_1 | 3 | 3
and2_1 | 3 | 3
buf_4 | 2 | 3
Power is estimated from default activity; no workload was simulated.
