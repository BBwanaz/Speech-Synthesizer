==> flow/design.v <==
`default_nettype none
module 
picoblaze_template
#(
parameter clk_freq_in_hz = 25000000
) (
				output reg[7:0] phoneme_out,
            inout [7:0] lcd_d,
            output reg lcd_rs,
            output lcd_rw,
            output reg new_phoneme,
				input clk,
				input [7:0] input_data,
				input [1:0] next_phoneme
			     );
wire[9:0]  address;
wire[17:0]  instruction;
wire[7:0]  port_id;
wire[7:0]  out_port;
reg[7:0]  in_port;
wire  write_strobe;
wire  read_strobe;
reg  interrupt;
wire  interrupt_ack;
wire  kcpsm3_reset;
reg[26:0] int_count;
reg event_1hz;
reg        lcd_rw_control;
reg[7:0]   lcd_output_data;
pacoblaze3 led_8seg_kcpsm
(
                  .address(address),
               .instruction(instruction),
                   .port_id(port_id),
              .write_strobe(write_strobe),
                  .out_port(out_port),
               .read_strobe(read_strobe),
                   .in_port(in_port),
                 .interrupt(interrupt),
             .interrupt_ack(interrupt_ack),
                     .reset(kcpsm3_reset),
                       .clk(clk));
 wire [19:0] raw_instruction;
	pacoblaze_instruction_memory 
	pacoblaze_instruction_memory_inst(
     	.addr(address),
	    .outdata(raw_instruction)
	);
	always @ (posedge clk)
	begin
	      instruction <= raw_instruction[17:0];
	end
    assign kcpsm3_reset = 0;                       
  always @ (posedge clk)
  begin
      if (int_count==(clk_freq_in_hz-1))  
		begin
         int_count <= 0;
         event_1hz <= 1;
      end else
		begin
         int_count <= int_count + 1;
         event_1hz <= 0;
      end
 end
 always @ (posedge clk or posedge interrupt_ack)   
 begin
      if (interrupt_ack)  
            interrupt <= 0;
      else
		begin 
		      if (event_1hz)    
      		      interrupt <= 1;
          		else
		            interrupt <= interrupt;
      end
 end
 always @ (posedge clk)
 begin
    case (port_id[7:0])
        8'h0:    in_port <= {6'b000000,next_phoneme};
        default: in_port <= 8'bxxxxxxxx;
    endcase
end
  always @ (posedge clk)
  begin
        if (write_strobe & port_id[7])   
          phoneme_out <= out_port;
        if (write_strobe & port_id[5])   
          new_phoneme <= out_port[0];
  end
endmodule
`default_nettype none
module clk_divide(clk_input, divisor,clk_output);
	input clk_input;
	input [31:0] divisor;
	output reg clk_output;
	reg [31:0] counter = 32'd0;
	always @(posedge clk_input)
		begin
			counter = counter + 1'd1; 			 
			if(counter >= divisor/2-1) 			 
				begin
					counter = 1'd0; 		 
					clk_output = ~clk_output; 	 
				end
		end	
endmodule
==> flow/run.sh <==
#!/bin/bash
# OpenROAD 26Q1-2900-gdf79404cd8, Yosys 0.63+post, stock flow scripts
make -C /OpenROAD-flow-scripts/flow DESIGN_CONFIG=/design/flow/config.mk WORK_HOME=/design/flow/orfs finish
==> flow/config.mk <==
export PLATFORM = sky130hd
export DESIGN_NAME = clk_divide
export DESIGN_NICKNAME = clk_divide
export VERILOG_FILES = /design/flow/design.v
export SDC_FILE = /design/flow/constraint.sdc
export NUM_CORES = 4
export LEC_CHECK = 1
export CORE_UTILIZATION = 30
==> flow/constraint.sdc <==
current_design clk_divide

set clk_period 17.1
set clk_io_pct 0.2

create_clock -name clk0 -period $clk_period [get_ports {clk_input}]

set non_clock_inputs [all_inputs -no_clocks]
set_input_delay [expr $clk_period * $clk_io_pct] -clock clk0 $non_clock_inputs
set_output_delay [expr $clk_period * $clk_io_pct] -clock clk0 [all_outputs]
==> flow_metrics.tcl <==
# yosys + openroad results
set metrics [dict create \
    run_status "complete, no violations" \
    wire_per_inst_um 12.2 \
    rows 34 \
    postPlaceCellArea_sq_um 3210 \
    clock.fmax_ghz 0.128 \
    enable_flop_cells 1 \
    ctsResizeCount 0 \
    grt_pass1_vias 2173 \
    final_layout_size_suffix_gt1_share_pct 5.62 \
    hpwl_after_detailed_placement_um 4530 \
    synth_cell_type_count 33 \
    grt_antenna_before_repair 0 \
    clock_tree_sinks 33 \
    clock_tree_from_tritoncts "done" \
    count_of_antenna_violating_nets_left_after_detailed_routing 0 \
    grt_use_total_pct 12.4 \
    cts-root-to-sink-buffers 2 \
    worst-path-max-fanout 33 \
    worst-slew-pin-transition_ns 0.565 \
    floorplan.die_area_sq_um 9500 \
    final.setup_skew_ns 0.00676 \
    min-delay-path-class "reg -> reg" \
    maxSlewViolCount 0 \
    mappedNetlistArea_sq_um 2730 \
    topRoutingLayerUsed "met4" \
    n_antenna_cell 0 \
    finalHoldViolations 0 \
    timing.slew.headroom_pct 61.8 \
    synthesis.instances 319 \
    cts_buffers 5 \
    finalCritPeriodShare_pct 45.8 \
    clk-insertion-delay-late_ns 0.28 \
    top_level_ports 34 \
    cap_viol_max_count 0 \
    p_per_area_nw_per_um2 50.1 \
    yosys-top-cells-area "sky130_fd_sc_hd__dfxtp_1 23%, sky130_fd_sc_hd__ha_1 16%, sky130_fd_sc_hd__xnor2_1 14%" \
    drt_first_iter_violations 82 \
    worst_setup_path_start_kind "primary input" \
    cp_slowest_stage_delay_ns 0.72 \
    area_delta_synth_final_pct 21.4 \
    finalSetupTns_ns 0 \
    post_drt_via_cell_ratio 4.97 \
    clock_tree.htree_level_count 2 \
    placeable_core_area_sq_um 8760 \
    design_power_total_mw 0.166 \
    placement.io_buffers 32 \
    met3_wirelength_um 92 \
    synth.top_cells.by_count "45 x sky130_fd_sc_hd__xnor2_1, 34 x sky130_fd_sc_hd__ha_1, 32 x sky130_fd_sc_hd__dfxtp_1, 31 x sky130_fd_sc_hd__nor3b_1, 20 x sky130_fd_sc_hd__nand2_1" \
    ys.flops 33 \
    synth.yosys.warnings 1 \
    postCtsSetupBuffers 0 \
    path_clk_slew_ns 0.06 \
    drt-met1-wl_um 3030 \
    crit_type "in -> reg" \
    yosys_cells 319 \
    reg2reg_setup_slack_ns 13.12 \
    vdd.ir_drop.worst_mv 0.0307 \
    static-leakage-power_nw 1.21 \
    timing.critical_path.required_ns 17.10 \
    warning_count 26 \
    worstPathCellList "clkdlybuf4s50_1, nor4_2, nand4_1, or4_1, nor4_1, xnor2_1, ha_1, and4_1, nor4b_1, nand2_1, a31oi_2, buf_4, or2_2" \
    top_area_cell_type_share_of_the_netlist_area_pct 23.4 \
    slowest_stage "sky130_fd_sc_hd__or4_1" \
    detailroute.via_count 2305 \
    detailed_routed_wire_length_on_met2_um 2550 \
    detail_route.wirelength_um 5680 \
    synth_area_per_cell_sq_um 8.57 \
    pin_count_of_the_biggest_net_entering_global_routing 34 \
    clock-root-buffer "sky130_fd_sc_hd__clkbuf_8" \
    first_pass_iteration_count_of_the_detailed_router 4 \
    rsz0062_at_grt "no" \
    worst-endpoint-arrival_ns 7.83 \
    drc 0 \
    synth_top_cell_by_area "sky130_fd_sc_hd__dfxtp_1" \
    die_boundary_height_um 97.5 \
    worstSetupEndpointType "register" \
    synth_chip_area_sq_um 2730 \
    gp_congestion 0.801 \
    grt_pass1_wl_um 9820 \
    min_period_ns 7.83 \
    overflow 0 \
    synthArstFlopShare_pct 0 \
    post-synth-top-count-cell "sky130_fd_sc_hd__xnor2_1" \
    flop_cell "sky130_fd_sc_hd__dfxtp_1" \
    chipWidth_um 97.5 \
    synth_sequential_area_ratio_pct 24.5 \
    layout_cell_area_excl_fill_sq_um 3320 \
    cts-hold-fix-buffers 0 \
    floorplan.core_util_pct 31.2 \
    setup_violators_final 0 \
]
final cells by class:
type,instances,area (sq um)
inverters,9,33.8
fillers,856,5450
well taps,108,135
flip-flops and latches,33,671
repair buffers,37,358
clock buffers,8,111
multi-input cells,269,2010
worst max-delay path: cells and delay by family:
family,cells,cell delay [ns]
simple gates,8,2.98
compound gates,1,0.17
xor+xnor,1,0.11
fa+ha+maj,1,0.31
buf+inv,2,0.81
power by group:
part	internal [mW]	switching, mW	total, mW
registers	0.0772	0.00000310	0.0772
logic	0.0116	0.00852	0.0201
clock network	0.0416	0.0273	0.0689
total	0.130	0.0358	0.166
sequential cells by signal, summed over array words and instances (netlist names):
name	cells
clk_output	1
counter	32
layer usage:
metal / vias up / track usage (%)
met2: 12 / 20.2
li1: 1254 / -
met3: 2 / 1.54
met5: - / 0
met1: 1037 / 18.7
met4: 0 / 0.679
cells by family after synthesis:
family          Yosys count  synth area share [%]
xor+xnor                 59                  18.9
compound gates           25                  5.45
buf+inv                  17                  2.33
flops                    33                  24.5
fa+ha+maj                34                  15.6
simple gates            151                  33.2
worst paths after layout:
kind | to | from | cells past startpoint
max reg2reg | clk_output | counter[0] | 12
min reg2reg | clk_output | clk_output | 1
max | clk_output | divisor[6] | 13
min | clk_output | clk_output | 1
through the flow:
step	instances	setup slack (ns)	utilization, %	hold slack (ns)
final	464	9.27	37.9	0.544
after global routing	464	8.99	37.9	0.577
after CTS	464	9.27	37.9	0.550
after detailed placement	456	8.97	36.6	0.535
after global placement	456	8.97	36.6	0.529
after floorplan	319	10.19	-	0.487
layout by cell type (no fill, tap or decap), types with 2 or more instances in the layout:
cell	count
sky130_fd_sc_hd__buf_4	5
sky130_fd_sc_hd__nand4_1	19
sky130_fd_sc_hd__or3_1	4
sky130_fd_sc_hd__a221oi_1	2
sky130_fd_sc_hd__and2_1	2
sky130_fd_sc_hd__nor4_1	8
sky130_fd_sc_hd__nand2b_1	2
sky130_fd_sc_hd__nor2_1	13
sky130_fd_sc_hd__nand3_1	15
sky130_fd_sc_hd__or4_1	5
sky130_fd_sc_hd__xor2_1	14
sky130_fd_sc_hd__clkdlybuf4s50_1	32
sky130_fd_sc_hd__ha_1	34
sky130_fd_sc_hd__xnor2_1	45
sky130_fd_sc_hd__nand2_1	20
sky130_fd_sc_hd__and3_1	2
sky130_fd_sc_hd__dfxtp_1	32
sky130_fd_sc_hd__nor3b_1	31
sky130_fd_sc_hd__o21ai_0	5
sky130_fd_sc_hd__a21oi_1	12
sky130_fd_sc_hd__clkbuf_8	6
sky130_fd_sc_hd__nor3_1	17
sky130_fd_sc_hd__and4_1	4
sky130_fd_sc_hd__nor4b_1	2
sky130_fd_sc_hd__a21o_1	2
sky130_fd_sc_hd__inv_1	9
sky130_fd_sc_hd__or4_4	4
No activity file was given, so power comes from the tool's default toggle rates.
