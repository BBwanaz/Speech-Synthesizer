===== ./config.mk =====
export PLATFORM = sky130hd
export DESIGN_NAME = audio_control_fsm
export DESIGN_NICKNAME = audio_control_fsm
export VERILOG_FILES = /design/flow/design.v
export SDC_FILE = /design/flow/constraint.sdc
export NUM_CORES = 4
export LEC_CHECK = 1
export CORE_UTILIZATION = 50

===== ./constraint.sdc =====
current_design audio_control_fsm

set clk_period 8.7
set clk_io_pct 0.2

create_clock -name clk0 -period $clk_period [get_ports {clk_50}]

set non_clock_inputs [all_inputs -no_clocks]
set_input_delay [expr $clk_period * $clk_io_pct] -clock clk0 $non_clock_inputs
set_output_delay [expr $clk_period * $clk_io_pct] -clock clk0 [all_outputs]

===== ./run.sh =====
#!/bin/bash
# OpenROAD 26Q1-2900-gdf79404cd8, Yosys 0.63+post, stock flow scripts
make -C /OpenROAD-flow-scripts/flow DESIGN_CONFIG=/design/flow/config.mk WORK_HOME=/design/flow/orfs finish

===== ./design.v =====
`default_nettype none
module 
picoblaze_template
#(
parameter clk_freq_in_hz = 25000000
) (
				output reg[7:0] phoneme_out,
            inout [7:0] lcd_d,
            output reg lcd_rs,
            output lcd_rw,
            output reg new_phoneme,
				input clk,
				input [7:0] input_data,
				input [1:0] next_phoneme
			     );
wire[9:0]  address;
wire[17:0]  instruction;
wire[7:0]  port_id;
wire[7:0]  out_port;
reg[7:0]  in_port;
wire  write_strobe;
wire  read_strobe;
reg  interrupt;
wire  interrupt_ack;
wire  kcpsm3_reset;
reg[26:0] int_count;
reg event_1hz;
reg        lcd_rw_control;
reg[7:0]   lcd_output_data;
pacoblaze3 led_8seg_kcpsm
(
                  .address(address),
               .instruction(instruction),
                   .port_id(port_id),
              .write_strobe(write_strobe),
                  .out_port(out_port),
               .read_strobe(read_strobe),
                   .in_port(in_port),
                 .interrupt(interrupt),
             .interrupt_ack(interrupt_ack),
                     .reset(kcpsm3_reset),
                       .clk(clk));
 wire [19:0] raw_instruction;
	pacoblaze_instruction_memory 
	pacoblaze_instruction_memory_inst(
     	.addr(address),
	    .outdata(raw_instruction)
	);
	always @ (posedge clk)
	begin
	      instruction <= raw_instruction[17:0];
	end
    assign kcpsm3_reset = 0;                       
  always @ (posedge clk)
  begin
      if (int_count==(clk_freq_in_hz-1))  
		begin
         int_count <= 0;
         event_1hz <= 1;
      end else
		begin
         int_count <= int_count + 1;
         event_1hz <= 0;
      end
 end
 always @ (posedge clk or posedge interrupt_ack)   
 begin
      if (interrupt_ack)  
            interrupt <= 0;
      else
		begin 
		      if (event_1hz)    
      		      interrupt <= 1;
          		else
		            interrupt <= interrupt;
      end
 end
 always @ (posedge clk)
 begin
    case (port_id[7:0])
        8'h0:    in_port <= {6'b000000,next_phoneme};
        default: in_port <= 8'bxxxxxxxx;
    endcase
end
  always @ (posedge clk)
  begin
        if (write_strobe & port_id[7])   
          phoneme_out <= out_port;
        if (write_strobe & port_id[5])   
          new_phoneme <= out_port[0];
  end
endmodule
`default_nettype none
module audio_control_fsm(rst_adr, forward_f, back_f, pause, clk_50, clk_song, done_read, start_read, read_f, enable_data, flash_adr, data_pos, start_address, end_address, last_addr);
	parameter MAX_ADR = 23'h7FFFF;
	input rst_adr, forward_f, back_f, pause, clk_50, clk_song, done_read;
	input [23:0] start_address, end_address;
	output start_read, read_f, enable_data;
	output reg [23:0] flash_adr;
	output [1:0] data_pos;
	output [1:0] last_addr;
	reg [23:0] stop_adr;
	reg  terminal_addr = 1'b0;  
	reg  phoneme_rec = 1'b0;
	reg [5:0] state = 6'b0;
	assign last_addr = {phoneme_rec, terminal_addr};
	parameter terminal =       6'b1111_00;
	parameter idle = 			   6'b0000_00;
	parameter get_adr = 			6'b1000_00;
	parameter read_mem = 		6'b0001_00;
	parameter wait_read = 		6'b0010_01;
	parameter wait_data1 = 		6'b0011_00;
	parameter give_data1 = 		6'b0100_10;
	parameter wait_clk_rst1 = 	6'b0101_10;
	parameter wait_data2 = 		6'b0110_00;
	parameter give_data2 = 		6'b0111_10;
	parameter wait_clk_rst2 = 	6'b1000_10;
	parameter wait_data3 = 		6'b1001_00;
	parameter give_data3 = 		6'b1010_10;
	parameter wait_clk_rst3 = 	6'b1011_10;
	parameter wait_data4 = 		6'b1100_00;
	parameter give_data4 = 		6'b1101_10;
	parameter wait_clk_rst4 = 	6'b1110_10;
   	wire new_phoneme = rst_adr;
	assign start_read = state[0];
	assign read_f = state[0];
	assign enable_data = state[1];
	always @(posedge clk_50) begin
		case (state)
		terminal: begin	
				state <= get_adr;
		                terminal_addr <= 1'b0 ;
				flash_adr <= start_address >> 2; 	 
				stop_adr <= end_address >> 2;
			end
      		idle: begin     
				if(new_phoneme) begin  			  
				state <= terminal;
				phoneme_rec <= 1'b1;		 
				end			 		 
			end				
		get_adr: begin	
				if(!pause) begin				 
					if((flash_adr >= stop_adr))begin
						state <= idle; 		 
						terminal_addr <= 1'b1;
						end
					else begin
						flash_adr <= (flash_adr + 24'b1);
						state <= read_mem;
						end
					end
				else 
					state <= get_adr;
			end			
		read_mem: begin	
				state <= wait_read;				 
			end
		wait_read: begin	
					if(done_read)
					state <= wait_data1;
					else state <= wait_read;
			end
		wait_data1: begin 
				if(pause)	 
					state <= get_adr;
					else if(clk_song)
						state <= give_data1;
					phoneme_rec <= 1'b0; 
					terminal_addr <= 1'b0 ; 
			    end
		give_data1: begin 
				state <= wait_clk_rst1;
				data_pos <= 2'b00;
			    end
		wait_clk_rst1: if(~clk_song)
					state <= wait_data2;
		wait_data2: 	if(clk_song)
					state <= give_data2;
		give_data2: begin
				state <= wait_clk_rst2;
				data_pos <= 2'b01;
			    end
		wait_clk_rst2: if(~clk_song)
					state <= wait_data3;
		wait_data3: 	if(clk_song)
					state <= give_data3;
		give_data3: begin
				state <= wait_clk_rst3;
				data_pos <= 2'b10;
			    end
		wait_clk_rst3: 	if(~clk_song)
					state <= wait_data4;
		wait_data4: 	if(clk_song)
					state <= give_data4;
		give_data4: begin
				state <= wait_clk_rst4;
				data_pos <= 2'b11;
			    end
		wait_clk_rst4: 	if(~clk_song)
				 	state <= get_adr;	
		default: begin 
				state <= idle;	
		               	phoneme_rec <= 1'b0;
				terminal_addr <= 1'b0 ;
			end
		endcase
	end
endmodule

==> results.json <==
{
  "cts_buffers": 5,
  "clock.latency.late_pin_ns": 0.31,
  "crit_type": "in -> reg",
  "lay_top_cells": "79 x clkdlybuf4s50_1, 56 x edfxtp_1, 44 x nand2_1",
  "cp.required_ns": 8.64,
  "remaining_drc_errors": 0,
  "firstDrtPassIters": 4,
  "yosys.stat.seqShare_pct": 47.5,
  "globalplace.congestion": 0.880,
  "grt_start_max_net_pins": 45,
  "grt_overflow": 0,
  "grt_usage_pct": 21.7,
  "grt_pass1_vias": 2522,
  "cap_violations": 0,
  "ant_nets": 0,
  "synthCells": 351,
  "cp_slowest_cell": "a31oi_1",
  "finalHoldViolCount": 0,
  "ys_warn_count": 5,
  "post_cts_resized": 0,
  "placed_area_sq_mm": 0.00439,
  "clock_path_buffers": 2,
  "slew_viol_final": 0,
  "synthArstFlopShare_pct": 0,
  "cts_tree": "yes",
  "die_y_microns": 86.2,
  "finalCriticalPeriod_ns": 3.55,
  "drt_iter0_markers": 118,
  "min_path_type": "reg -> reg",
  "wl_per_cell_microns": 14.0,
  "drive_above_1_share_pct": 5.46,
  "final_area_sq_mm": 0.00450,
  "finalSetupViolations": 0,
  "chipArea_sq_mm": 0.00743,
  "fp-row-count": 30,
  "setup_tns_ns": 0,
  "fin_crit_sh_pct": 40.9,
  "setup.worst_path.start_class": "input port",
  "antenna_found_initial": 0,
  "end_kind": "flip-flop",
  "ys.flops": 56,
  "path_buffers": 1,
  "fmax_ghz": 0.281,
  "powerDensity_mw_per_mm2": 190,
  "io_buffers": 79,
  "hpwl_microns": 5220,
  "cts.clk_slew.worst_paths_ns": 0.10,
  "edf_count": 56,
  "yosys.stat.chipArea_sq_mm": 0.00354,
  "syn2layout_area_growth_pct": 26.9,
  "viasPerCell": 5.40,
  "routed-via-count": 2792,
  "clkSinkCount": 56,
  "worst_pin_slew_ns": 0.830,
  "ir_worst_vdd_mv": 0.164,
  "fp.coreArea_sq_mm": 0.00683,
  "ctsHtreeMaxLevel": 2,
  "wirelength_microns": 7250,
  "outcome": "complete, no violations",
  "p_leak_nw": 1.69,
  "ys_cells": 351,
  "netlist_area_sq_mm": 0.00354,
  "crit_path_max_fanout": 6,
  "ctsHoldBuffers": 0,
  "max-slew-margin-rel_pct": 44.4,
  "fin_worst_skew_ns": 0.00690,
  "crit_chain": "clkdlybuf4s50_1 > or3b_2 > a211o_1 > nand2_1 > a21o_1 > a31oi_1",
  "synth.avg_cell_area_sq_um": 10.1,
  "cpPeakStageDelay_ns": 0.62,
  "initCoreUtil_pct": 51.8,
  "io_pins": 86,
  "post_cts_buffers": 0,
  "cp_top_family": "AND-OR/OR-AND gates",
  "setup_slack_ns": 5.15,
  "rsz0062_at_grt": "no",
  "cp.arrival_ns": 3.50,
  "synth_cell_type_count": 57,
  "clockRootBuffer": "clkbuf_8",
  "fp.dieW_microns": 86.2,
  "warnings": 32,
  "grt_pass1_wl_microns": 12000,
  "layout_top_cell": "clkdlybuf4s50_1",
  "antenna_cells": 0,
  "post-place-ws_ns": 4.89,
  "dominantRegCellSynth": "edfxtp_1"
}
==> report_power, final <==
| part | switching (mW) | internal, mW | leakage [nW] |
|---|---|---|---|
| logic | 0.134 | 0.139 | 1.11 |
| clock network | 0.0838 | 0.0856 | 0.0552 |
| registers | 0.0686 | 0.344 | 0.522 |
==> final timing paths <==
kind | startpoint | end | slack [ns] | cells after the start
hold reg to reg | flash_adr[22] | flash_adr[22] | 0.70 | 2
setup / recovery | pause | state[2] | 5.15 | 6
setup reg to reg | state[1] | flash_adr[15] | 5.64 | 7
hold / removal | flash_adr[22] | flash_adr[22] | 0.70 | 2
==> routing by layer <==
layer,part of all wire [%],vias up,track usage (%)
met5,0,-,0
met4,1.1,0,1.97
li1,-,1405,-
met1,48,1302,37.4
met3,5.0,9,2.90
met2,46,76,33.1
==> worst min-delay path, cell delays in order, from the launching register on <==
cell,delay (ns)
edfxtp_1,0.43
xnor2_1,0.10
nor2_1,0.07
==> final cells by class <==
type,instances,area (sq um)
multi-input combinational,249,1660
inverter,26,110
sequential,56,1680
clock buffer,6,72.6
timing repair buffer,82,813
fill,548,2340
tap,96,120
clock inverter,2,35.0
==> synth_stat cells, drive strengths merged (3+ instances only) <==
library cell | instances | share of area, %
a211oi | 3 | 0.64
a21o | 3 | 0.64
a21oi | 12 | 1.7
a31oi | 4 | 0.71
and3 | 4 | 0.71
buf | 6 | 1.2
clkbuf | 14 | 1.5
edfxtp | 56 | 47
ha | 23 | 8.1
inv | 25 | 2.6
nand2 | 44 | 4.7
nand2b | 10 | 1.8
nand3 | 11 | 1.6
nand4 | 6 | 1.2
nor2 | 18 | 1.9
nor2b | 5 | 0.88
nor3 | 9 | 1.7
nor3b | 3 | 0.78
nor4 | 4 | 0.71
o21ai | 30 | 4.2
o22ai | 3 | 0.53
or3 | 4 | 0.71
or4 | 3 | 0.74
xnor2 | 14 | 3.5
xor2 | 10 | 2.5
==> kinds of logic after synthesis <==
kind of cell / after synthesis / share of synthesized area [%]
compound gates: 69 / 12.2
buf+inv: 46 / 5.83
xor+xnor: 24 / 5.93
simple gates: 131 / 19.8
mux: 2 / 0.600
flops: 56 / 47.5
fa+ha+maj: 23 / 8.12
==> through the flow <==
stage               std cells  hold slack (ns)  power, mW  utilization, %
finish                    517            0.703      0.855            65.8
global route              517            0.751      0.911            65.8
CTS                       517            0.699      0.858            65.8
detailed placement        509            0.671      0.687            64.2
global placement          509            0.674      0.684            64.2
floorplan                 351            0.593      0.604               -
==> sequential cells by signal, indices dropped and copies added (netlist names) <==
signal and count:
data_pos 2, flash_adr 24, phoneme_rec 1, state 6, stop_adr 22, terminal_addr 1
Power figures rest on the tool's default switching activity, not on a simulated workload.
